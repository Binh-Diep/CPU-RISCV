==> design.v <==
module brcomp(
    input   signed [31:0]  rs1_data_i,
    input   signed [31:0]  rs2_data_i,
    input   logic          br_unsigned_i,
    output  logic          br_less,
    output  logic          br_equal
);
    always_comb
        if (br_unsigned_i) begin
            br_less = ($unsigned(rs1_data_i) < $unsigned(rs2_data_i));
        end
        else br_less = (rs1_data_i < rs2_data_i);
    assign br_equal = (rs1_data_i == rs2_data_i);
endmodule
==> run.sh <==
#!/bin/bash
# OpenROAD 26Q1-2900-gdf79404cd8, Yosys 0.63+post, stock flow scripts
make -C /OpenROAD-flow-scripts/flow DESIGN_CONFIG=/design/flow/config.mk WORK_HOME=/design/flow/orfs finish
==> config.mk <==
export PLATFORM = sky130hd
export DESIGN_NAME = brcomp
export DESIGN_NICKNAME = brcomp
export VERILOG_FILES = /design/flow/design.v
export SDC_FILE = /design/flow/constraint.sdc
export NUM_CORES = 4
export LEC_CHECK = 1
export CORE_AREA = 10 10 74 74
export DIE_AREA = 0 0 84 84
==> constraint.sdc <==
current_design brcomp

set clk_period 3.1
set clk_io_pct 0.2

create_clock -name clk0 -period $clk_period

set non_clock_inputs [all_inputs -no_clocks]
set_input_delay [expr $clk_period * $clk_io_pct] -clock clk0 $non_clock_inputs
set_output_delay [expr $clk_period * $clk_io_pct] -clock clk0 [all_outputs]
==> qor.txt <==
Registers = 0
Remaining Overflow, GRT = 0
Critical Path Sink Type = output pin
Final Util = 0.4924
Worst Hold Class = input pin to output pin
Vias/cell = 4.212
Port bufs = 67
Fin crit share = 0.9788
Top cell family by delay on the critical path = AND-OR/OR-AND gates
Mean Syn Cell Area = 7.273 sq um
DRC errors left = 0
Max capacitance violation total = 0
Number of cells in Yosys stat = 112
Startpoint types = input pin
Netlist cell types = 22
Setup TNS = 0 ps
Global placement routability congestion = 0.8118
Final hold violation count = 0
GRT Util Overall = 0.07237
Worst slew pin tran = 246.9 ps
Worst-path cell chain = clkdlybuf4s50_1, ha_4, nand4_1, nor2_1, a221o_1, o31a_1, o32ai_2, buf_2
Flip-flop and latch area = 0 sq um
Gate Area = 927.1 sq um
TritonRoute pass-1 iters = 4
Outcome = finished, final reports clean
Peak VDD IR = 0.04814 mV
Critical path type = input pin to output pin
Die area = 7056 sq um
Slew HR = 0.8354
DIE WIDTH = 84 microns
Total placed instance area = 1630 sq um
Routed wire per std cell = 11.81 microns
Boundary pin count = 67
Antenna violations before repair = 0
Fin. max-slew vios = 0
WL final = 2894 microns
Post-route cell area = 1956 sq um
P&R area growth vs syn = 140.1%
Mapped Area = 814.5 sq um
Overall power consumption = 227.8 uW
DP HPWL = 2545 microns
Largest net degree at the start of global routing = 4
Slowest-stage cell, CP = clkdlybuf4s50_1
Placed cell count = 240
Critical Path AT = 2410 ps
Tool warning count = 32
F_max = 329.6 MHz
Post-Synthesis Cells = 112
P per Cell Area = 116.5 nW/um^2
Hold Buf Count CTS = 0
Filler cell count = 372
P_leak = 1.110 nW
Layout clock buffer count = 0
First-pass GRT wire length = 4498 microns
Post-synthesis chip area from yosys = 814.5 sq um
CP bufs+invs = 2
Iter 0 DRT Violations = 9
Fin cells = 245
Core Footprint = 3971 sq um
Die height = 84 microns
Seq share, synth = 0
WP data required = 2480 ps
FP Util = 0.2051
Vias = 1032
Warnings from Yosys = 1
Layout cells sized above 1 = 0.3026
Fin crit period = 3034 ps
Row count = 23
Vias in the first global route = 1033
ANT cells = 0
Antenna-violating nets left = 0
Crit-path max FO = 2
Final setup viols = 0
CP max stage delay = 500 ps
[power by group]
part / total, mW / switching, mW / internal, mW
registers: 0 / 0 / 0
logic: 0.228 / 0.0835 / 0.144
clock network: 0 / 0 / 0
total: 0.228 / 0.0835 / 0.144
[layout by cell type (no fill, tap or decap), types with 2 or more instances in the layout]
cell type,netlist,layout
nand4_1,6,6
ha_1,32,17
inv_2,0,13
ha_2,0,2
a21o_1,2,2
a21oi_2,0,3
clkdlybuf4s50_1,0,33
nor2_1,2,2
dlygate4sd2_1,0,5
dlymetal6s2s_1,0,27
inv_1,33,20
nand3_1,4,4
buf_4,0,16
a21oi_1,10,7
a221o_1,2,2
ha_4,0,13
nand2_1,7,6
[repair_timing]
| item | in CTS | in global routing |
|---|---|---|
| pin swaps | 12 | 24 |
| gates resized | 20 | 63 |
| setup buffers | 5 | 0 |
| setup endpoints to repair | 2 | 2 |
[layout make-up]
class / count / area share
inverters: 33 / 0.06334
multi-input cells: 79 / 0.4741
well taps: 50 / 0.03199
repair buffers: 83 / 0.4306
[routing by layer]
metal / vias to the layer above / routed length, microns / GRT usage
met1: 433 / 1358 / 0.09268
met3: 0 / 175 / 0.01575
li1: 561 / - / -
met2: 38 / 1360 / 0.1275
met5: - / 0 / 0
met4: 0 / 0 / 0
[kinds of logic (layout without fill, tap and decap cells)]
group,after synthesis,in the layout,synth area share
AND/OR/NAND/NOR,24,24,0.1521
adder cells (fa/ha/maj),32,32,0.4915
AND-OR/OR-AND,23,23,0.2043
buffers and inverters,33,116,0.1521
[cells in the mapped netlist]
| cell type | instances | area share |
|---|---|---|
| a221oi_2 | 1 | 0.018 |
| nor4_1 | 1 | 0.0077 |
| a21oi_1 | 10 | 0.061 |
| nor2_1 | 2 | 0.0092 |
| o221ai_2 | 1 | 0.018 |
| and2_0 | 1 | 0.0077 |
| o21ai_0 | 2 | 0.012 |
| o32ai_1 | 1 | 0.011 |
| and4_1 | 1 | 0.011 |
| nand3_1 | 4 | 0.025 |
| a221oi_1 | 1 | 0.011 |
| nand2_1 | 7 | 0.032 |
| o211ai_1 | 1 | 0.0092 |
| nor3_1 | 1 | 0.0061 |
| nor2b_1 | 1 | 0.0077 |
| ha_1 | 32 | 0.49 |
| nand4_1 | 6 | 0.046 |
| inv_1 | 33 | 0.15 |
| a21boi_0 | 1 | 0.0092 |
| o31a_1 | 1 | 0.011 |
| a221o_1 | 2 | 0.025 |
| a21o_1 | 2 | 0.018 |
[stage by stage]
step / setup slack, ps / hold WS (ps)
finish: 65.79 / 1800
global route: -8.688 / 1861
CTS: 3.954 / 1944
detailed placement: -525.7 / 2250
global placement: -513.1 / 2245
floorplan: 586.7 / 1285
[worst paths after layout]
kind | start | to | slack, ps | cells after the start
max | rs1_data_i[11] | br_less | 70 | 8
min | rs1_data_i[31] | br_less | 1800 | 6
Power figures rest on the tool's default switching activity, not on a simulated workload.
